`flow/config.mk`:
```
export PLATFORM = sky130hd
export DESIGN_NAME = axi_stream_insert_header
export DESIGN_NICKNAME = axi_stream_insert_header
export VERILOG_FILES = /design/flow/design.v
export SDC_FILE = /design/flow/constraint.sdc
export NUM_CORES = 4
export LEC_CHECK = 1
export CORE_UTILIZATION = 40
```
`flow/constraint.sdc`:
```
current_design axi_stream_insert_header

set clk_period 6.4
set clk_io_pct 0.2

create_clock -name clk0 -period $clk_period [get_ports {clk}]

set non_clock_inputs [all_inputs -no_clocks]
set_input_delay [expr $clk_period * $clk_io_pct] -clock clk0 $non_clock_inputs
set_output_delay [expr $clk_period * $clk_io_pct] -clock clk0 [all_outputs]
```
`flow/design.v`:
```
module axi_stream_insert_header #(
	parameter DATA_WD 		= 32,
	parameter DATA_BYTE_WD 	= DATA_WD / 8,
	parameter BYTE_CNT_WD 	= $clog2(DATA_BYTE_WD)
) (
	input clk,
	input rst_n,
	input 							valid_in,
	input 	[DATA_WD-1 : 0] 		data_in,
	input 	[DATA_BYTE_WD-1 : 0] 	keep_in,
	input 							last_in,
	output 							ready_in,
	output reg						valid_out,
	output reg	[DATA_WD-1 : 0] 	data_out,
	output reg	[DATA_BYTE_WD-1:0] 	keep_out,
	output reg						last_out,
	input 							ready_out,
	input 							valid_insert,
	input 	[DATA_WD-1 : 0] 		header_insert,
	input 	[DATA_BYTE_WD-1 : 0] 	keep_insert,
	input 	[BYTE_CNT_WD : 0] 		byte_insert_cnt,
	output 							ready_insert
);
	wire 		valid_up_buf1;
	wire 		ready_up_buf1;
	reg [38:0]	data_in_buf1;
	wire 		valid_buf;
	wire 		ready_buf;
	wire [38:0]	data_buf;
	wire 		valid_down_buf2;
	wire 		ready_down_buf2;
	wire [38:0]	data_out_buf2;
	buffer buffer1_inst1(
		.clk(clk),
		.rst_n(rst_n),
		.valid_up(valid_up_buf1),
		.ready_up(ready_up_buf1),
		.data_in(data_in_buf1),
		.valid_down(valid_buf),
		.ready_down(ready_buf),
		.data_out(data_buf)
		);
	buffer buffer2_inst2(
		.clk(clk),
		.rst_n(rst_n),
		.valid_up(valid_buf),
		.ready_up(ready_buf),
		.data_in(data_buf),
		.valid_down(valid_down_buf2),
		.ready_down(ready_down_buf2),
		.data_out(data_out_buf2)
		);
	wire	[38:0] 	buffer1;
	wire	[38:0]	buffer2;
	assign 	buffer1 = data_buf;
	assign	buffer2 = data_out_buf2;
	reg sel;
	always@ (posedge clk or negedge rst_n) begin
		if (!rst_n) begin
			sel <= 'b0;
		end
		else if (valid_insert & ready_insert) begin
			sel <= 1'b1;
		end
		else if (last_in & ready_in & valid_in ) begin
			sel <= 'b0;
		end
	end
	assign valid_up_buf1 	= (~sel) ? valid_insert : valid_in;
	assign ready_in 		= (sel) ?  ready_up_buf1 : 0;
	assign ready_insert 	= (~sel) ? ready_up_buf1 : 0;
	wire 	start;
	wire 	inter;
	wire 	terminate;
	assign 	start 		= valid_insert & ready_insert;
	assign	inter 		= valid_in & ready_in & (~last_in);
	assign	terminate 	= valid_in & ready_in & last_in;
	always@ (*) begin
		case ({start,inter,terminate})
			3'b100: data_in_buf1 = {start,inter,terminate,keep_insert[3:0],header_insert[31:0]};
			3'b010: data_in_buf1 = {start,inter,terminate,4'b1111,data_in[31:0]};
			3'b001: data_in_buf1 = {start,inter,terminate,keep_in[3:0],data_in[31:0]};	
			default: data_in_buf1 = 'b0;		
		endcase
	end
	wire	buffer1_data_valid;
	wire 	buffer2_data_valid;
	wire 	buffer1_inter;
	wire	buffer1_terminate;
	wire 	buffer2_start;
	wire 	buffer2_inter;
	wire 	buffer2_terminate;
	wire 	case1_valid;
	wire 	case2_valid;
	wire 	case3_valid;
	wire	case4_valid;
	wire	[3:0]	buffer1_keep;
	wire 	[3:0] 	buffer2_keep;
	reg		[3:0]	keep_ff;
	reg     [3:0]   keep_ff_case3_next;
	assign 	buffer1_keep		= data_buf[35:32];
	assign	buffer1_inter 		= data_buf[37];
	assign 	buffer1_terminate 	= data_buf[36];
	assign	buffer2_keep 		= data_out_buf2[35:32];
	assign 	buffer2_start 		= data_out_buf2[38];
	assign	buffer2_inter 		= data_out_buf2[37];
	assign 	buffer2_terminate	= data_out_buf2[36];
	assign 	buffer1_data_valid 	= valid_buf;
	assign	buffer2_data_valid 	= valid_down_buf2;
	assign 	valid_out 			= case1_valid | case2_valid | case3_valid | case4_valid;
	assign 	ready_down_buf2 	= valid_out & ready_out;
	assign 	case1_valid = buffer1_data_valid & buffer2_data_valid & buffer1_inter & buffer2_start & (buffer2_keep != 4'd0);
	assign 	case2_valid = buffer1_data_valid & buffer2_data_valid & buffer1_inter & buffer2_inter;
	assign 	case3_valid = buffer1_data_valid & buffer2_data_valid & buffer1_terminate & buffer2_inter;
	assign 	case4_valid = buffer2_data_valid & buffer2_terminate & (keep_ff != 4'b0000);
	always@ (posedge clk or negedge rst_n) begin
		if (!rst_n) begin
			keep_ff <= 4'b0;
		end
		else if (case1_valid & valid_out & ready_out) begin
			keep_ff <= buffer2_keep;
		end
		else if(case3_valid & valid_out & ready_out) begin 
			keep_ff	<= keep_ff_case3_next;
		end 
	end
	always@ (*) begin
		keep_ff_case3_next = 4'd0;
		if (case1_valid) begin
			last_out = 'b0;
			keep_out = 4'b1111;
			case (buffer2_keep)
				4'b0001: data_out = {buffer2[7:0],buffer1[31:8]};
				4'b0011: data_out = {buffer2[15:0],buffer1[31:16]};
				4'b0111: data_out = {buffer2[23:0],buffer1[31:24]};
				4'b1111: data_out =  buffer2[31:0];
				default: data_out = 32'b0;
			endcase
		end
		else if (case2_valid) begin
			last_out = 'b0;
			keep_out = 4'b1111;
			case (keep_ff)
				4'b0000: data_out =  buffer2[31:0];
				4'b0001: data_out = {buffer2[7:0],buffer1[31:8]};
				4'b0011: data_out = {buffer2[15:0],buffer1[31:16]};
				4'b0111: data_out = {buffer2[23:0],buffer1[31:24]};
				4'b1111: data_out =  buffer2[31:0];
				default: data_out = 32'b0;
			endcase
		end
		else if (case3_valid) begin
			case (buffer1_keep)
				4'b1111: begin
						case(keep_ff)
							4'b0000: begin
										keep_ff_case3_next = 4'b1111;
										data_out =  buffer2[31:0];
										keep_out =  4'b1111;
										last_out =  'b0; end
							4'b0001: begin
										keep_ff_case3_next = 4'b0001;
										data_out = {buffer2[7:0],buffer1[31:8]};
										keep_out =  4'b1111; 
										last_out =  'b0; end
							4'b0011: begin
										keep_ff_case3_next = 4'b0011;
										data_out = {buffer2[15:0],buffer1[31:16]};
										keep_out =  4'b1111; 
										last_out =  'b0; end
							4'b0111: begin	
										keep_ff_case3_next = 4'b0111;
										data_out = {buffer2[23:0],buffer1[31:24]};
										keep_out =  4'b1111; 
										last_out =  'b0; end
							4'b1111: begin	
										keep_ff_case3_next = 4'b1111;
										data_out =  buffer2[31:0];
										keep_out =  4'b1111; 
										last_out =  'b0; end
							default: begin
										data_out = 32'b0;
										last_out = 'b0;
										keep_out = 'b0; end
						endcase
				end
				4'b1110: begin
						case(keep_ff)
							4'b0000: begin
										keep_ff_case3_next = 4'b1110;
										data_out = buffer2[31:0];
										keep_out =  4'b1111; 
										last_out =  1'b0; end
							4'b0001: begin
										keep_ff_case3_next = 4'b0000;
										data_out = {buffer2[7:0],buffer1[31:8]};
										keep_out =  4'b1111; 
										last_out =  1'b1; end
							4'b0011: begin
										keep_ff_case3_next = 4'b0010;
										data_out = {buffer2[15:0],buffer1[31:16]};
										keep_out =  4'b1111; 
										last_out =  'b0; end
							4'b0111: begin	
										keep_ff_case3_next = 4'b0110;
										data_out = {buffer2[23:0],buffer1[31:24]};
										keep_out =  4'b1111; 
										last_out =  'b0; end
							4'b1111: begin	
										keep_ff_case3_next = 4'b1110;
										data_out = buffer2[31:0];
										keep_out =  4'b1111; 
										last_out =  1'b0; end
							default: begin
										data_out = 32'b0;
										last_out = 'b0;
										keep_out = 'b0; end
						endcase
				end
				4'b1100: begin
						case(keep_ff)
							4'b0000: begin
										keep_ff_case3_next = 4'b1100;
										data_out = buffer2[31:0];
										keep_out =  4'b1111; 
										last_out =  1'b0; end
							4'b0001: begin
										keep_ff_case3_next = 4'b0000;
										data_out = {buffer2[7:0],buffer1[31:16],8'b0};
										keep_out =  4'b1110; 
										last_out =  1'b1; end
							4'b0011: begin
										keep_ff_case3_next = 4'b0000;
										data_out = {buffer2[15:0],buffer1[31:16]};
										keep_out =  4'b1111; 
										last_out =  1'b1; end
							4'b0111: begin	
										keep_ff_case3_next = 4'b0100;
										data_out = {buffer2[23:0],buffer1[31:24]};
										keep_out =  4'b1111; 									
										last_out =  1'b0; end
							4'b1111: begin	
										keep_ff_case3_next = 4'b1100;
										data_out = buffer2[31:0];
										keep_out =  4'b1111; 
										last_out =  1'b0; end
							default: begin
										data_out = 32'b0;
										last_out = 'b0;
										keep_out = 'b0; end
						endcase
				end
				4'b1000: begin
						case(keep_ff)
							4'b0000: begin
										keep_ff_case3_next = 4'b1000;
										data_out = buffer2[31:0];
										keep_out =  4'b1111; 
										last_out = 'b0; end
							4'b0001: begin
										keep_ff_case3_next = 4'b0000;
										data_out = {buffer2[7:0],buffer1[31:24],16'b0};
										keep_out =  4'b1100; 
										last_out = 'b1; end
							4'b0011: begin
										keep_ff_case3_next = 4'b0000;
										data_out = {buffer2[15:0],buffer1[31:24],8'b0};
										keep_out =  4'b1110; 
										last_out = 'b1; end
							4'b0111: begin	
										keep_ff_case3_next = 4'b0000;
										data_out = {buffer2[23:0],buffer1[31:24]};
										keep_out =  4'b1111; 
										last_out = 'b1; end
							4'b1111: begin	
										keep_ff_case3_next = 4'b1000;
										data_out =  buffer2[31:0];
										keep_out =  4'b1000; 
										last_out = 'b0;end
							default: begin
										data_out = 32'b0;
										last_out = 'b0;
										keep_out = 'b0; end
						endcase
				end
				default: begin
							data_out = 32'b0;
							last_out = 'b0;
							keep_out = 'b0;
						end
			endcase
		end
		else if (case4_valid) begin
			case (keep_ff)
				4'b1000: begin 
					data_out = {buffer2[31:24], 24'd0};
					last_out = 'b1;
					keep_out = 'b1000; end
				4'b1100: begin 
					data_out = {buffer2[31:16], 16'd0};
					last_out = 'b1;
					keep_out = 'b1100; end
				4'b0100: begin 
					data_out = {buffer2[23:16], 24'd0};
					last_out = 'b1;
					keep_out = 'b1000; end
				4'b1111: begin 
					data_out =  buffer2[31:0];
					last_out = 'b1;
					keep_out = 'b1111; end
				4'b0001: begin 
					data_out = {buffer2[7:0], 24'd0};
					last_out = 'b1;
					keep_out = 'b1000;	end
				4'b0011: begin 
					data_out = {buffer2[15:0], 16'd0};
					last_out = 'b1;
					keep_out = 'b1100; end
				4'b0111: begin 
					data_out = {buffer2[23:0], 8'd0};
					last_out = 'b1;
					keep_out = 'b1110; end
				4'b1110: begin 
					data_out = {buffer2[31:8], 7'd0};
					last_out = 'b1;
					keep_out = 'b1110; end
				4'b0010: begin 
					data_out = {buffer2[15:8], 24'd0};
					last_out = 'b1;
					keep_out = 'b1000; end
				4'b0110: begin 
					data_out = {buffer2[23:8], 16'd0};
					last_out = 'b1;
					keep_out = 'b1100; end
				default: begin 
					data_out = 32'd0;
					last_out = 'b0;
					keep_out = 'b0;
				end
			endcase
		end
		else begin
			data_out = 32'b0;
			last_out = 'b0;
			keep_out = 'b0;
		end
	end
endmodule
module buffer(
	input clk,
	input rst_n,
	input valid_up,
	input [38:0] data_in,
	output ready_up,
	output valid_down,
	output [38:0] data_out,
	input ready_down
);
	reg 		buffer_data_valid;
	reg [38:0] 	buffer_data;
	assign ready_up = ~buffer_data_valid;
	always@(posedge clk or negedge rst_n) begin 
		if (rst_n == 1'b0) begin 
			buffer_data_valid <= 1'b0;
		end 
		else if (valid_down & ready_down) begin
			buffer_data_valid <= 1'b0;
		end
		else if (valid_up & ready_up) begin 
			buffer_data_valid <= 1'b1;
		end
	end
	always@(posedge clk or negedge rst_n) begin 
		if (rst_n == 1'b0) begin 
			buffer_data <= 32'd0;
		end 
		else if (valid_up & ready_up) begin 
			buffer_data <= data_in;
		end
	end
	assign valid_down = buffer_data_valid;
	assign data_out = buffer_data;
endmodule
```
`flow/run.sh`:
```
#!/bin/bash
# OpenROAD 26Q1-2900-gdf79404cd8, Yosys 0.63+post, stock flow scripts
make -C /OpenROAD-flow-scripts/flow DESIGN_CONFIG=/design/flow/config.mk WORK_HOME=/design/flow/orfs finish
```
==> impl_metrics.tcl <==
# yosys + openroad results
set metrics [dict create \
    finalCriticalPeriod_ns 5.22 \
    rr_endpoint "keep_ff[1]" \
    startpoint_type "flip-flop" \
    fp_util 0.412 \
    top_area_frac 0.296 \
    grt_pass1_wl_mm 41.8 \
    tightest_slew_ns 1.01 \
    crit_start "keep_ff[3]" \
    clk_path_buf_depth 2 \
    grt_max_degree 58 \
    area_leaders "dfrtp_1, a22oi_1, mux2_2" \
    timing.fmax_mhz 192 \
    top_layer "met4" \
    r2r_cells 6 \
    cts_sinks 85 \
    synth_area_um2 7180 \
    netlist-cell-type-count 67 \
    met2_length_mm 11.8 \
    cp-end-kind "primary output" \
    wl_met3_mm 2.41 \
    cts_buffers 9 \
    power_leakage_nw 3.33 \
    grt_pass1_vias 6961 \
    antenna_found_initial 0 \
    endpoint "data_out[0]" \
    synth_area_leader_cell "dfrtp_1" \
    required_ns 5.12 \
    post_cts_buffers 0 \
    drv_cap 0 \
    place_area_um2 8360 \
    r2r-start "keep_ff[3]" \
    placed_cells 1140 \
    ff_type "dfrtp_1" \
    finalWirelength_mm 27.2 \
    drt_iter0_markers 889 \
    log.warning_count 28 \
    ctsHoldBuffers 0 \
    cellPowerDensity_nw_per_um2 215 \
    setup_tns_ns 0 \
    period_used_share 0.815 \
    cp_num_buf_inv 3 \
    yosys_cells 879 \
    wl_met1_mm 12.1 \
    gp_congestion 0.974 \
    drc 0 \
    cts_root_buf "clkbuf_16" \
    status "completed" \
    grtUsageTotal 0.306 \
    cts_tree "built" \
    diodes 0 \
    portBuffers 117 \
    syn_avg_cell_area_um2 8.17 \
    timing_worst_setup_path_type "reg2out" \
    cts_resized 0 \
    chipHeight_um 136 \
    p_total_mw 1.88 \
    setup_viol 0 \
    pre_cts_ws_ns 1.71 \
    vias 7615 \
    postRouteAntennaNets 0 \
    stdcell_count 1156 \
    netlist_instances 879 \
    synth-seq-cells 85 \
    cp_slowest_cell "dfrtp_1" \
    worst-path-stages 8 \
    yosysChipArea_um2 7180 \
    ir_worst_vdd_v 0.000154 \
    cp_data_arrival_time_ns 3.94 \
    post_drt_wl_per_cell_um 23.5 \
    max_slew_margin 0.326 \
    finalInstanceArea_um2 8720 \
    first_pass_iters 6 \
    hpwlAfterDp_mm 18.0 \
    hold_violations 0 \
    path_max_fanout 21 \
    synthArstFlopShare 1.00 \
    rsz0062_at_grt "no" \
    syn_to_final_growth_pct 21.5 \
    crit_family "buffers and inverters" \
    setup_slack_ns 1.18 \
    h-tree-depth 3 \
    reg2reg_slack_ns 3.47 \
    ios 121 \
    vias_per_cell 6.59 \
    dieArea_um2 18500 \
    hold_class "reg2reg" \
    ys.warnings.count 3 \
    rows 48 \
    grt-ovfl-total 0 \
    finClkSkew_ns 0.00521 \
    worstPathCellList "buf_4, nor4_2, buf_4, a2111o_1, nor4_2, nand2_1, o211ai_1, clkdlybuf4s50_1" \
    ys_seq_frac 0.296 \
    drive_above_1_share 0.112 \
    synth-edff-count 0 \
    clkTransAtPathRegs_ns 0.07 \
    slowest_delay_ns 0.84 \
    die-width_um 136 \
    postLayoutCoreUtil 0.501 \
    clk_latency_ns 0.35 \
    design.core.area_um2 17400 \
    drv_slew 0 \
    whs_ns 0.471 \
]
[state kept, by name, indices dropped and copies added (netlist names)]
| register | cells |
|---|---|
| buffer1_inst1.buffer_data | 39 |
| buffer1_inst1.buffer_data_valid | 1 |
| buffer2_inst2.buffer_data | 39 |
| buffer2_inst2.buffer_data_valid | 1 |
| keep_ff | 4 |
| sel | 1 |
[area by class of cell]
class / instances / area [µm²]
inverters: 5 / 18.8
repair buffers: 137 / 1320
flip-flops and latches: 85 / 2130
clock buffers: 10 / 239
clock inverters: 6 / 116
multi-input cells: 688 / 4620
well taps: 225 / 282
fillers: 1693 / 8700
[tightest hold or removal path, cell delays in order (launching register included)]
cell	delay [ns]
dfrtp_1	0.34
nand2_1	0.05
nand2_1	0.05
[cell usage in the layout (no fill, tap or decap), types with 11 or more instances in the layout]
cell / instances
a22oi_1: 99
mux2_2: 48
o221ai_1: 19
nor2_1: 33
clkdlybuf4s50_1: 116
a22o_1: 11
nand2_1: 142
o22ai_1: 14
a222oi_1: 11
a21oi_1: 53
and2_1: 11
dfrtp_1: 84
a221oi_1: 19
o21ai_0: 34
nand3_1: 22
mux2i_1: 28
nor2b_1: 12
buf_4: 21
[routing by layer]
metal	vias up	global-route usage
met5	-	0
met4	0	0.0951
met3	61	0.0532
met2	475	0.431
met1	3611	0.482
li1	3468	-
[cells in the mapped netlist, types with 3 or more instances]
master	count
o22ai_2	4
o221ai_1	19
and4_1	3
a22o_1	11
clkbuf_1	63
a21oi_1	53
buf_1	3
inv_1	5
nand3_1	22
mux2i_1	28
o21ai_0	34
nand4_1	3
nor2b_1	13
and4b_1	3
o22a_1	8
and2_1	11
nor3_1	10
a22oi_1	99
o21ai_1	9
o2bb2ai_1	4
nand2_1	142
a21o_1	10
a32oi_1	4
o211ai_1	10
a31oi_1	5
a2bb2oi_1	3
o22ai_1	14
and3_1	9
a222oi_1	11
nor2_1	34
a221o_1	4
dfrtp_1	85
buf_2	33
nor3b_1	4
mux2_2	48
a221oi_1	19
nor4_2	3
[cells by family after synthesis]
group                      Yosys count  synth area share
AOI/OAI and AO/OA                  336             0.339
adders and majority gates            1           0.00139
buffers and inverters              106            0.0633
DFF                                 85             0.296
muxes                               77             0.116
and+or+nand+nor                    274             0.185
[how the worst min path moves through the flow]
stage | start | cells past startpoint | end | slack [ns]
4_1_cts | buffer1_inst1.buffer_data[6] | 2 | buffer1_inst1.buffer_data[6] | 0.48
5_1_grt | buffer1_inst1.buffer_data[0] | 2 | buffer1_inst1.buffer_data[0] | 0.50
6_report | buffer1_inst1.buffer_data[3] | 2 | buffer1_inst1.buffer_data[3] | 0.47
[report_power, final]
part / internal, mW / total, mW / switching, mW
registers: 0.654 / 0.921 / 0.267
logic: 0.156 / 0.328 / 0.172
clock network: 0.396 / 0.629 / 0.233
total: 1.21 / 1.88 / 0.672
